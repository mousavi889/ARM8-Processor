File: flow/design.v
module dmem(clk, addr, din, dout, memwrite, memread);
	input 	clk;
	input 	[31:0] 	addr;
	input 	[7:0] 	din;
	input  memwrite; 
	input  memread;
	output 	[7:0] 	dout;
	reg    	[7:0] 	dout;
	reg    	[7:0] 	mem [0:255];
	always @(addr)
		dout = mem[addr];
	always @(posedge clk)
		if (memwrite)
			mem[addr] = din;
endmodule
File: flow/run.sh
#!/bin/bash
# OpenROAD 26Q1-2900-gdf79404cd8, Yosys 0.63+post, stock flow scripts
make -C /OpenROAD-flow-scripts/flow DESIGN_CONFIG=/design/flow/config.mk WORK_HOME=/design/flow/orfs finish
File: flow/config.mk
export PLATFORM = sky130hd
export DESIGN_NAME = dmem
export DESIGN_NICKNAME = dmem
export VERILOG_FILES = /design/flow/design.v
export SDC_FILE = /design/flow/constraint.sdc
export NUM_CORES = 4
export LEC_CHECK = 1
export CORE_UTILIZATION = 50
File: flow/constraint.sdc
current_design dmem

set clk_period 17.5
set clk_io_pct 0.2

create_clock -name clk0 -period $clk_period [get_ports {clk}]

set non_clock_inputs [all_inputs -no_clocks]
set_input_delay [expr $clk_period * $clk_io_pct] -clock clk0 $non_clock_inputs
set_output_delay [expr $clk_period * $clk_io_pct] -clock clk0 [all_outputs]
==> results_slide.txt <==
Key Metrics from the Run

Route
  • ANT nets after route: 0
  • Routed WL: 181.7 mm
  • Total number of vias: 36400
  • Drt drc: 0
  • DR iter-0 viols: 2266
  • Routed WL per cell: 30.90 um
  • Drt pass-1 iters: 7
  • Via density: 6.189

Synth
  • Synthesized registers: 2048
  • Yosys cell types: 21
  • Post-synthesis async set-or-reset flop share: 0%
  • Main flop type: edfxtp_1
  • Syn Area/Cell: 22.13 sq um
  • Mapped cell area: 0.07833 sq mm
  • Post-synth seq share: 78.51%
  • EDFF count, synth: 2048
  • Yosys synthesis chip area: 0.07833 sq mm
  • Ys cells: 3539
  • Cell count after synthesis: 3539
  • Syn. warnings: 1

Global route
  • Largest net degree at the start of global routing: 101
  • Vias in the first global route: 41360
  • Global-route wire length before repair: 268.2 mm
  • Initial antenna violation count: 3
  • Gr usage total: 26.72%
  • Remaining Overflow, GRT: 0

Worst setup path
  • Worst path cell trace: buf_8 > buf_4 > buf_4 > buf_4 > mux4_2 > a22oi_1 > a21oi_1 > o41ai_1 > buf_4 > nand4_1 > clkdlybuf4s50_1
  • Slowest cell on the critical path: o41ai_1
  • Crit Path Max Fanout: 52
  • Slowest stage delay, CP: 0.98 ns
  • Crit path required time: 14.00 ns
  • Crit start category: primary input
  • Critical path arrival: 8.99 ns
  • Crit Path Class: in -> out
  • CP most frequent cell: buf_4
  • CP Capture Type: primary output

Placed design
  • DP HPWL: 108.8 mm
  • RD Place Congestion: 0.8872
  • Number of buffers added on ports: 25
  • Place WS: 4.809 ns

Cells and area
  • Share of cells above drive strength 1: 24.50%
  • Most frequent logic cell in the layout: edfxtp_1
  • Top Layout Cells: edfxtp_1, mux4_2, a22oi_1
  • Area delta synth->final: 11.80%
  • Max FFs per register: 2048

Floorplan
  • Die Y: 397.8 um
  • Fp util: 50.61%
  • Total I/O pin count: 51
  • Row count: 144
  • Total die size: 0.1583 sq mm
  • Die Width: 397.8 um
  • Core area: 0.1548 sq mm

Pwr
  • Maximum vdd drop: 88.06 uV
  • Pwr/cell area: 114.1 mW/mm^2
  • Lkg Pwr: 26.47 nW

Final timing
  • Pin slew with the least headroom to its limit: 1.063 ns
  • Tmin final: 12.49 ns
  • Max-slew violation count: 0
  • Slew margin rel.: 28.19%
  • RSZ-0062 raised after global routing: false
  • Final setup viols: 0
  • Setup WS post-layout: 5.007 ns
  • Crit share post-route: 71.39%
  • Fmax: 0.08005 GHz
  • Final Hold Vio Count: 0
  • Setup TNS: 0 ns

Clocking
  • H-tree levels: 4
  • PostCTS Resize Cnt: 0
  • Clock slew at reported path FFs: 0.06 ns
  • CTS Buffer Depth: 3
  • Root buffer cell: clkbuf_16
  • Setup bufs post-CTS: 0
  • CTS sink cnt: 2048
  • CTS Hold Bufs: 0
  • CTS buffer count: 197
  • CTS tree: done

Run
  • Log Warnings: 54
  • Max-Cap Viols: 0

Status
  • Status: finished clean

Min path
  • Worst Hold Class: in -> reg
==> kinds of logic after synthesis <==
logic type / after synthesis / synth area share [%]
buffers and inverters: 233 / 1.404
DFF: 2048 / 78.51
muxes: 512 / 14.72
and+or+nand+nor: 330 / 1.736
AOI/OAI and AO/OA: 416 / 3.629
==> through the flow <==
stage	power (mW)	area [sq um]	util [%]	std cells	hold WS, ns
2_1_floorplan	5.754	78330	-	3539	3.599
3_3_place_gp	5.954	81230	52.49	5514	4.050
3_5_place_dp	5.965	81230	52.49	5514	4.071
4_1_cts	10.09	87560	56.58	5877	3.182
5_1_grt	10.30	87560	56.58	5877	3.229
6_report	9.995	87570	56.58	5881	3.222
==> layer usage <==
metal | routed length (um) | GRT usage, % | up-vias
met2 | 85810 | 37.62 | 2246
li1 | - | - | 15340
met4 | 4720 | 5.467 | 16
met3 | 32220 | 21.35 | 299
met1 | 58360 | 34.67 | 18500
met5 | 606 | 2.906 | -
==> power by group <==
group          internal [mW]  switching, mW
Clock                   2.40           1.74
Combinational          0.155          0.293
Sequential              5.41        0.00223
==> cell type report <==
type                            count  area [sq um]
Timing Repair Buffer              163          1414
Antenna cell                        4         10.01
Clock buffer                      246          5177
Tap cell                         2044          2557
Sequential cell                  2048         61500
Clock inverter                    117          1154
Multi-Input combinational cell   1258         15760
Fill cell                       10820         67190
Inverter                            1         3.754
==> final timing paths <==
kind / startpoint / endpoint / cells past startpoint
max: addr[0] / dout[0] / 11
min: din[0] / mem[80][0] / 1
==> Yosys cell counts, types with 7 or more instances <==
master / number / share of area, %
buf_2: 36 / 0.23
o41ai_1: 32 / 0.36
buf_1: 19 / 0.091
nand2_1: 28 / 0.13
a22oi_1: 256 / 2.5
edfxtp_1: 2048 / 79
nor3_1: 30 / 0.19
clkbuf_1: 145 / 0.69
buf_4: 16 / 0.15
nor2_1: 232 / 1.1
mux4_2: 512 / 15
a21oi_1: 128 / 0.82
nand3_1: 13 / 0.083
nand4_1: 8 / 0.064
nor2b_1: 7 / 0.056
buf_6: 16 / 0.23
==> worst max-delay path: cells and delay by family <==
kind | cells | cell delay [ns]
buffers and inverters | 6 | 3.19
AND-OR/OR-AND | 3 | 1.42
AND/OR/NAND/NOR | 1 | 0.09
multiplexers | 1 | 0.63
Power is estimated from default activity; no workload was simulated.
